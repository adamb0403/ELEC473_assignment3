### /design/flow/design.v
module mips(input         clk, reset,
            output [31:0] pc,
            input  [31:0] instr,
            output        memwrite,
            output [31:0] memaddr,
            output [31:0] memwritedata,
            input  [31:0] memreaddata);
  wire        signext, shiftl16, memtoreg, branch;
  wire        pcsrc, zero;
  wire        alusrc, regdst, regwrite, jump;
  wire [3:0]  alucontrol;
  controller c(.op         (instr[31:26]), 
			      .funct      (instr[5:0]), 
					.zero       (zero),
               .signext    (signext), 
               .shiftl16   (shiftl16), 
               .memtoreg   (memtoreg), 
					.memwrite   (memwrite), 
					.pcsrc      (pcsrc),
               .alusrc     (alusrc), 
					.regdst     (regdst), 
					.regwrite   (regwrite), 
					.jump       (jump),
               .alucontrol (alucontrol));
  datapath dp( .clk        (clk), 
			      .reset      (reset), 
               .lb_ctrl    (lb_ctrl),
					.signext    (signext), 
					.shiftl16   (shiftl16), 
					.memtoreg   (memtoreg), 
					.pcsrc      (pcsrc),
               .alusrc     (alusrc), 
					.regdst     (regdst), 
					.regwrite   (regwrite), 
					.jump       (jump),
               .alucontrol (alucontrol),
               .zero       (zero), 
					.pc         (pc), 
					.instr      (instr),
               .aluout     (memaddr), 
					.writedata  (memwritedata), 
					.readdata   (memreaddata),
               .lb_mux_2_out(lb_mux_2_out),
               .lb_signext_out(lb_signext_out));  
endmodule
module controller(input  [5:0] op, funct,
                  input        zero,
                  output       signext,
                  output       shiftl16,
                  output       memtoreg, memwrite,
                  output       pcsrc, alusrc,
                  output       regdst, regwrite,
                  output       jump,
                  output [3:0] alucontrol);
  wire [2:0] aluop;
  wire       branch;
  maindec md( .op    (op), 
			     .signext   (signext), 
			     .shiftl16  (shiftl16), 
			     .memtoreg  (memtoreg), 
				  .memwrite  (memwrite), 
				  .branch    (branch),
              .alusrc    (alusrc), 
				  .regdst    (regdst), 
				  .regwrite  (regwrite), 
				  .jump      (jump),
              .lb_ctrl   (lb_ctrl),
              .aluop     (aluop));
  aludec  ad( .funct      (funct), 
			     .aluop      (aluop), 
				  .alucontrol (alucontrol));
  assign pcsrc = branch & zero;
endmodule
module maindec(input  [5:0] op,
               output       signext,
               output       shiftl16,
               output       memtoreg, memwrite,
               output       branch, alusrc,
               output       regdst, regwrite,
               output       lb_ctrl,  
               output       jump,
               output [2:0] aluop);
  reg [12:0] controls;
  assign {lb_ctrl, signext, shiftl16, regwrite, regdst, 
			 alusrc, branch, memwrite,
          memtoreg, jump, aluop} = controls;
  always @(*)
    case(op)
      6'b000000: controls <= 13'b0001100000011;  
      6'b100011: controls <= 13'b0101010010000;  
      6'b101011: controls <= 13'b0100010100000;  
      6'b000100: controls <= 13'b0100001000001;  
      6'b001000, 
      6'b001001: controls <= 13'b0101010000000;  
      6'b001101: controls <= 13'b0001010000010;  
      6'b001100: controls <= 13'b0001010000011;  
      6'b001111: controls <= 13'b0011010000000;  
      6'b000010: controls <= 13'b0000000001000;  
      6'b100000: controls <= 13'b1101010010000;  
      default:   controls <= 13'bxxxxxxxxxxxx;  
    endcase
endmodule
module aludec(input      [5:0] funct,
              input      [2:0] aluop,
              output reg [3:0] alucontrol);
  always @(*)
    case(aluop)
      3'b000: alucontrol <= 4'b0010;   
      3'b001: alucontrol <= 4'b1110;   
      3'b010: alucontrol <= 4'b0001;   
      3'b011: alucontrol <= 4'b0000;  
      default: case(funct)           
          6'b100000,
          6'b100001: alucontrol <= 4'b0010;  
          6'b100010,
          6'b100011: alucontrol <= 4'b1110;  
          6'b100100: alucontrol <= 4'b0000;  
          6'b100101: alucontrol <= 4'b0001;  
          6'b101010: alucontrol <= 4'b1111;  
          6'b100111: alucontrol <= 4'b0011;  
          default:   alucontrol <= 4'bxxxx;  
        endcase
    endcase
endmodule
module datapath(input         clk, reset,
                input         lb_ctrl,  
                input         signext,
                input         shiftl16,
                input         memtoreg, pcsrc,
                input         alusrc, regdst,
                input         regwrite, jump,
                input  [3:0]  alucontrol,
                output        zero,
                output [31:0] lb_mux_2_out,  
                output [31:0] lb_signext_out,  
                output [31:0] pc,
                input  [31:0] instr,
                output [31:0] aluout, writedata,
                input  [31:0] readdata);
  wire [4:0]  writereg;
  wire [31:0] pcnext, pcnextbr, pcplus4, pcbranch;
  wire [31:0] signimm, signimmsh, shiftedimm;
  wire [31:0] srca, srcb;
  wire [31:0] result;
  wire        shift;
  wire [7:0] lb_mux_out;
  flopr #(32) pcreg (.clk   (clk), 
			            .reset (reset), 
						   .d     (pcnext), 
						   .q     (pc));
  adder       pcadd1 (.a (pc), 
			             .b (32'b100), 
						 	 .y (pcplus4));
  sl2         immsh (.a (signimm), 
			            .y (signimmsh));
  adder       pcadd2 (.a (pcplus4), 
			             .b (signimmsh), 
							 .y (pcbranch));
  mux2 #(32)  pcbrmux(.d0  (pcplus4), 
			             .d1  (pcbranch), 
							 .s   (pcsrc), 
							 .y   (pcnextbr));
  mux2 #(32)  pcmux (.d0   (pcnextbr), 
			            .d1   ({pcplus4[31:28], instr[25:0], 2'b00}), 
                     .s    (jump), 
							.y    (pcnext));
  regfile     rf(.clk     (clk), 
			        .we      (regwrite), 
					  .ra1     (instr[25:21]),
					  .ra2     (instr[20:16]), 
					  .wa      (writereg),
                 .wd      (result), 
					  .rd1     (srca), 
					  .rd2     (writedata));
  mux2 #(5)   wrmux(.d0  (instr[20:16]), 
			           .d1  (instr[15:11]), 
						  .s   (regdst), 
						  .y   (writereg));
  mux2 #(32)  resmux(.d0 (aluout), 
			            .d1 (lb_mux_2_out[31:0]), 
							.s  (memtoreg), 
							.y  (result));
  sign_zero_ext  sze(.a       (instr[15:0]), 
			            .signext (signext),
			            .y       (signimm[31:0]));
  shift_left_16 sl16(.a         (signimm[31:0]), 
			            .shiftl16  (shiftl16),
			            .y         (shiftedimm[31:0]));
  mux2 #(32)  srcbmux(.d0 (writedata), 
			             .d1 (shiftedimm[31:0]), 
							 .s  (alusrc), 
							 .y  (srcb));
  alu         alu( .a       (srca), 
			          .b       (srcb), 
						 .alucont (alucontrol),
						 .result  (aluout), 
						 .zero    (zero));
   lb_mux      lb_mux(.sel(aluout[1:0]),
                      .mux_input0(readdata[31:24]),
                      .mux_input1(readdata[23:16]),
                      .mux_input2(readdata[15:8]),
                      .mux_input3(readdata[7:0]),
                      .mux_out(lb_mux_out[7:0]));
   sign_ext_24  lb_signext(.data_in(lb_mux_out[7:0]), 
			                  .data_out(lb_signext_out[31:0]));
   mux2 #(32)  lb_mux_2(.d0 (lb_signext_out[31:0]), 
			               .d1 (readdata), 
							   .s  (lb_ctrl), 
							   .y  (lb_mux_2_out[31:0]));
endmodule
module regfile(input         clk, 
               input         we, 
               input  [4:0]  ra1, ra2, wa, 
               input  [31:0] wd, 
               output [31:0] rd1, rd2);
  reg [31:0] rf[31:0];
  always @(posedge clk)
    if (we) rf[wa] <= wd;	
  assign rd1 = (ra1 != 0) ? rf[ra1] : 0;
  assign rd2 = (ra2 != 0) ? rf[ra2] : 0;
endmodule
module alu(input      [31:0] a, b, 
           input      [3:0]  alucont, 
           output reg [31:0] result,
           output            zero);
  wire [31:0] b2, sum, slt;
  assign b2 = alucont[3] ? ~b:b; 
  assign sum = a + b2 + alucont[3];
  assign slt = sum[31];
  always@(*)
    case(alucont[2:0])
      3'b000: result <= a & b;
      3'b001: result <= a | b;
      3'b110: result <= sum;
      3'b111: result <= slt;
      3'b011: result <= ~(a | b);  
      default: result <= 32'bxxxxxxxxxxxxxxxxxxxxxxxxxxxxxxx;
    endcase
  assign zero = (result == 32'b0);
endmodule
module adder(input [31:0] a, b,
             output [31:0] y);
  assign y = a + b;
endmodule
module sl2(input  [31:0] a,
           output [31:0] y);
  assign y = {a[29:0], 2'b00};
endmodule
module sign_zero_ext(input      [15:0] a,
                     input             signext,
                     output reg [31:0] y);
   always @(*)
	begin
	   if (signext)  y <= {{16{a[15]}}, a[15:0]};
	   else          y <= {16'b0, a[15:0]};
	end
endmodule
module shift_left_16(input      [31:0] a,
		               input         shiftl16,
                     output reg [31:0] y);
   always @(*)
	begin
	   if (shiftl16) y = {a[15:0],16'b0};
	   else          y = a[31:0];
	end
endmodule
module flopr #(parameter WIDTH = 8)
              (input                  clk, reset,
               input      [WIDTH-1:0] d, 
               output reg [WIDTH-1:0] q);
  always @(posedge clk, posedge reset)
    if (reset) q <= 0;
    else       q <= d;
endmodule
module flopenr #(parameter WIDTH = 8)
                (input                  clk, reset,
                 input                  en,
                 input      [WIDTH-1:0] d, 
                 output reg [WIDTH-1:0] q);
  always @(posedge clk, posedge reset)
    if      (reset) q <= 0;
    else if (en)    q <= d;
endmodule
module mux2 #(parameter WIDTH = 8)
             (input  [WIDTH-1:0] d0, d1, 
              input              s, 
              output [WIDTH-1:0] y);
  assign y = s ? d1 : d0; 
endmodule
module lb_mux (input [1:0] sel,
               input [7:0] mux_input0, mux_input1, mux_input2, mux_input3,
               output reg [7:0] mux_out);
  always @(*) begin
    case(sel)
      2'b00: mux_out <= mux_input0;
      2'b01: mux_out <= mux_input1;
      2'b10: mux_out <= mux_input2;
      2'b11: mux_out <= mux_input3;
    endcase
  end
endmodule
module sign_ext_24(input [7:0] data_in,
                   output reg [31:0] data_out);
  always @(*) begin
    data_out[7:0] <= data_in[7:0];
    if (data_in[7])
      data_out[31:8] <= 24'b111111111111111111111111;
    else
      data_out[31:8] <= 24'b000000000000000000000000;
	end
endmodule
### /design/flow/run.sh
#!/bin/bash
# OpenROAD 26Q1-2900-gdf79404cd8, Yosys 0.63+post, stock flow scripts
make -C /OpenROAD-flow-scripts/flow DESIGN_CONFIG=/design/flow/config.mk WORK_HOME=/design/flow/orfs finish
### /design/flow/config.mk
export PLATFORM = sky130hd
export DESIGN_NAME = mips
export DESIGN_NICKNAME = mips
export VERILOG_FILES = /design/flow/design.v
export SDC_FILE = /design/flow/constraint.sdc
export NUM_CORES = 4
export LEC_CHECK = 1
export CORE_UTILIZATION = 50
### /design/flow/constraint.sdc
current_design mips

set clk_period 25.4
set clk_io_pct 0.2

create_clock -name clk0 -period $clk_period [get_ports {clk}]

set non_clock_inputs [all_inputs -no_clocks]
set_input_delay [expr $clk_period * $clk_io_pct] -clock clk0 $non_clock_inputs
set_output_delay [expr $clk_period * $clk_io_pct] -clock clk0 [all_outputs]
==> out/qor.csv <==
stage,metric,value,unit
outcome,status,"finished, final reports clean",
place,port_buffers,160,
place,place.gp.congestion,1.014,
clocking,htreeDepth,3,
setup_path,cp_slowest_stage_delay,0.72,ns
floorplan,placementRows,121,
clocking,clkTransAtPathRegs,0.06,ns
cells_and_area,area_growth,13.57,%
floorplan,ios,163,
setup_path,crit_type,input pin to output port,
global_routing,antenna_found_initial,3,
place,dp_hpwl,124100,µm
synth,yosysUniqueCellTypes,89,
clocking,cts_num_sinks,1054,
sta,slew_viol_final,0,
sta,timing.hold.ws,0.6283,ns
sta,final.setup.tns,0,ns
synth,ys.flops,1054,
clocking,cts_buffer_depth,3,
synth,syn_area,55100,µm²
detailed_routing,wire_per_inst,37.44,µm
clocking,cts_buffers,112,
sta,setup_viol,0,
pwr,power_leakage,21.24,nW
synth,synth_warnings,16,
pwr,clockPowerShare,36.0,%
sta,finalCritPeriodShare,70.92,%
setup_path,crit_top_cell,buf_4,
global_routing,grt_overflow,0,
pwr,p_seq_share,44.7,%
sta,fin_crit,18.01,ns
min_path,holdCritPathClass,register to register,
global_routing,grt_pass1_vias,37774,
sta,max_freq,55.51,MHz
job,warning_count,27,
sta,skew,0.06155,ns
detailed_routing,drtIter0Drc,2591,
synth,synthTopCellsByArea,"edfxtp_1 56%, mux4_2 21%, mux2i_1 3.3%, ha_1 1.4%, dfrtp_1 1.4%",
synth,edf_count,1024,
detailed_routing,dr.pass1.iters,7,
clocking,cts_hold_buf,0,
sta,worstMarginPinSlew,1.148,ns
setup_path,reg2reg_from,dp.rf.rf[15][1],
floorplan,die_x,334.0,µm
pwr,pwr-share-comb,19.3,%
pwr,p_switching,0.001256,W
synth,ys_cells,3428,
setup_path,crit_path_cell_trace,buf_8 -> buf_4 -> buf_4 -> buf_4 -> buf_4 -> mux4_2 -> mux4_2 -> mux2i_1 -> nor2_1 -> nand2_1 -> o21ai_1 -> xnor2_1 -> ha_1 -> a21oi_1 -> nand3_1 -> or3_1 -> nor3_1 -> nor3b_1 -> xnor2_1 -> o21ai_0 -> clkdlybuf4s50_1,
setup_path,crit_slowest_cell,buf_4,
min_path,hold_start,dp.pcreg.q[31],
synth,yosysTopAreaCell,edfxtp_1,
setup_path,arrival,12.93,ns
synth,top_area_share,55.81,%
global_routing,grt_pass1_wl,273700,µm
sta,setup_slack,7.385,ns
detailed_routing,viasPerCell,6.858,
floorplan,die-area,111500,µm²
global_routing,grt_use_total,39.04,%
detailed_routing,ant_nets,0,
sta,rsz0062_at_grt,no,
synth,synth_cells,3428,
synth,most_common_cell,edfxtp_1,
floorplan,die_h,334.0,µm
pwr,irDropWorstVdd,0.00005380,V
detailed_routing,wl,192100,µm
setup_path,worstSetupStartpoint,instr[16],
synth,synthArstFlopShare,2.846,%
cells_and_area,drive_gt1_share,25.79,%
setup_path,end_kind,output port,
global_routing,grt_max_degree,73,
clocking,post_cts_resized,0,
setup_path,required,20.32,ns
synth,flop_cell,edfxtp_1,
synth,ys_seq_share,57.17,%
detailed_routing,drc,0,
sta,max_slew_margin,23.27,%
clocking,cts_tree,yes,
pwr,p_sw_share,27.23,%
cells_and_area,utilization,57.41,%
place,pre_cts_slack,7.302,ns
synth,syn_area_per_cell,16.07,µm²
pwr,p_int,0.003357,W
clocking,clkLatencyLatePin,0.73,ns
clocking,post_cts_buffers,0,
synth,yosys-top-cells-count,"1024 x edfxtp_1, 506 x mux4_2, 187 x nand2_1, 182 x mux2i_1, 163 x nor2_1",
synth,ys_area,55100,µm²
sta,hold_viol,0,
floorplan,initial_core_util,50.55,%
pwr,p_per_area,73.71,nW/µm²
floorplan,core_area,109000,µm²
clocking,cts-root-buf,clkbuf_16,
detailed_routing,via_count,35182,
job,maxCapViolations,0,
setup_path,critPathLaunchType,input pin,
setup_path,critPathMaxFanout,55,
per-layer routing:
metal  global-route usage [%]  vias up  wire length [µm]
met5                    5.645        -               815
met4                    12.26       21              8369
met3                    29.77      435             35660
met2                    52.94     2651             85270
met1                    50.72    17478             61970
li1                         -    14597                 -
metrics by stage:
stage / instance area (µm²) / instances / power (W)
6_report: 62580 / 5130 / 0.004613
3_3_place_gp: 58830 / 4922 / 0.002964
3_5_place_dp: 58830 / 4922 / 0.002974
4_1_cts: 62580 / 5129 / 0.004622
2_1_floorplan: 55100 / 3429 / 0.002630
5_1_grt: 62580 / 5129 / 0.004775
cell type report:
| cell class | count | area [µm²] |
|---|---|---|
| well taps | 1414 | 1769 |
| diodes | 1 | 2.502 |
| fillers | 8074 | 46430 |
| inverters | 52 | 197.7 |
| repair buffers | 322 | 2853 |
| clock inverters | 66 | 768.2 |
| multi-input cells | 2080 | 22510 |
| clock buffers | 141 | 2974 |
| flip-flops and latches | 1054 | 31500 |
cells by family after synthesis:
group | Yosys count | synth area share (%)
flops | 1054 | 57.17
mux | 735 | 24.95
simple gates | 616 | 5.359
compound gates | 566 | 6.892
buf+inv | 295 | 2.607
xor+xnor | 97 | 1.542
fa+ha+maj | 64 | 1.476
other cells | 1 | 0.006806
critical path: cells and delay by family:
kind | cells | cell delay [ns]
compound gates | 3 | 0.65
mux | 3 | 1.40
buf+inv | 6 | 3.76
simple gates | 6 | 1.26
xor+xnor | 2 | 0.31
fa+ha+maj | 1 | 0.28
sequential cells by signal, indices dropped and copies added (netlist names):
name,cells
dp.rf.rf,1024
dp.pcreg.q,30
cells in the final DEF, fill, tap and decap left out, drive strengths merged, types with 28 or more instances in the layout:
cell type / synthesis / final
a21oi: 133 / 133
a22oi: 49 / 49
buf: 137 / 172
clkbuf: 106 / 141
clkdlybuf4s50: 0 / 150
clkinv: 1 / 44
dfrtp: 30 / 30
edfxtp: 1024 / 1024
ha: 61 / 61
inv: 51 / 53
mux2: 47 / 47
mux2i: 182 / 182
mux4: 506 / 506
nand2: 188 / 188
nand3: 56 / 56
nor2: 163 / 163
nor3: 35 / 35
o21a: 28 / 28
o21ai: 111 / 111
xnor2: 80 / 80
worst paths after layout:
kind,endpoint,slack [ns],cells past startpoint
max in group asynchronous,dp.pcreg.q[28],20.25,3
setup reg to reg,dp.pcreg.q[24],18.46,22
setup / recovery,memaddr[23],7.39,21
min in group asynchronous,dp.pcreg.q[6],4.78,3
hold / removal,dp.pcreg.q[31],0.63,2
hold reg to reg,dp.pcreg.q[31],0.63,2
power groups by stage:
stage                 Sequential, W  Combinational (W)  Clock (W)
final                       0.00206           0.000891    0.00166
after global routing        0.00207           0.000961    0.00175
after CTS                   0.00206           0.000880    0.00168
Power is estimated from default activity; no workload was simulated.
